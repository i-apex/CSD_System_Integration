`/design/flow/config.mk`:
```
export PLATFORM = sky130hd
export DESIGN_NAME = top
export DESIGN_NICKNAME = top
export VERILOG_FILES = /design/flow/design.v
export SDC_FILE = /design/flow/constraint.sdc
export NUM_CORES = 4
export LEC_CHECK = 1
export CORE_UTILIZATION = 40
export SYNTH_MEMORY_MAX_BITS = 65536
```
`/design/flow/constraint.sdc`:
```
current_design top

set clk_period 1.7
set clk_io_pct 0.2

create_clock -name clk0 -period $clk_period [get_ports {clk}]

set non_clock_inputs [all_inputs -no_clocks]
set_input_delay [expr $clk_period * $clk_io_pct] -clock clk0 $non_clock_inputs
set_output_delay [expr $clk_period * $clk_io_pct] -clock clk0 [all_outputs]
```
`/design/flow/design.v`:
```
`timescale 1ns / 1ps
module clk_divider_25mhz (
    input wire clk,      
    input wire reset,      
    output reg clk25        
);
    reg [1:0] counter = 0;
    always @(posedge clk or posedge reset) begin
        if (reset) begin
            counter <= 0;
            clk25 <= 0;
        end else begin
            counter <= counter + 1;
            if (counter == 1) begin
                clk25 <= ~clk25;
                counter <= 0;
            end
        end
    end
endmodule
`timescale 1ns / 1ps
module font_rom (
    input  wire [7:0] char_code,   
    input  wire [2:0] row,         
    output reg  [7:0] pixels       
);
    always @(*) begin
        case (char_code)
            "a": case (row)
                    0: pixels = 8'b00000000;
                    1: pixels = 8'b00000000;
                    2: pixels = 8'b01111000;
                    3: pixels = 8'b00001100;
                    4: pixels = 8'b01111100;
                    5: pixels = 8'b11001100;
                    6: pixels = 8'b01110110;
                    7: pixels = 8'b00000000;
                endcase
            "b": case (row)
                    0: pixels = 8'b11100000;
                    1: pixels = 8'b01100000;
                    2: pixels = 8'b01111000;
                    3: pixels = 8'b01101100;
                    4: pixels = 8'b01101100;
                    5: pixels = 8'b01101100;
                    6: pixels = 8'b11111000;
                    7: pixels = 8'b00000000;
                endcase
            "c": case (row)
                    0: pixels = 8'b00000000;
                    1: pixels = 8'b00000000;
                    2: pixels = 8'b01111000;
                    3: pixels = 8'b11001100;
                    4: pixels = 8'b11000000;
                    5: pixels = 8'b11001100;
                    6: pixels = 8'b01111000;
                    7: pixels = 8'b00000000;
                endcase
            "d": case (row)
                    0: pixels = 8'b00011100;
                    1: pixels = 8'b00001100;
                    2: pixels = 8'b01111100;
                    3: pixels = 8'b11001100;
                    4: pixels = 8'b11001100;
                    5: pixels = 8'b11001100;
                    6: pixels = 8'b01110110;
                    7: pixels = 8'b00000000;
                endcase
            "e": case (row)
                    0: pixels = 8'b00000000;
                    1: pixels = 8'b00000000;
                    2: pixels = 8'b01111000;
                    3: pixels = 8'b11001100;
                    4: pixels = 8'b11111100;
                    5: pixels = 8'b11000000;
                    6: pixels = 8'b01111000;
                    7: pixels = 8'b00000000;
                endcase
            "f": case (row)
                    0: pixels = 8'b00111000;
                    1: pixels = 8'b01101100;
                    2: pixels = 8'b01100000;
                    3: pixels = 8'b11110000;
                    4: pixels = 8'b01100000;
                    5: pixels = 8'b01100000;
                    6: pixels = 8'b11110000;
                    7: pixels = 8'b00000000;
                endcase
            "g": case (row)
                    0: pixels = 8'b00000000;
                    1: pixels = 8'b00000000;
                    2: pixels = 8'b01110110;
                    3: pixels = 8'b11001100;
                    4: pixels = 8'b11001100;
                    5: pixels = 8'b01111100;
                    6: pixels = 8'b00001100;
                    7: pixels = 8'b11111000;
                endcase
            "h": case (row)
                    0: pixels = 8'b11100000;
                    1: pixels = 8'b01100000;
                    2: pixels = 8'b01111000;
                    3: pixels = 8'b01101100;
                    4: pixels = 8'b01101100;
                    5: pixels = 8'b01101100;
                    6: pixels = 8'b11101100;
                    7: pixels = 8'b00000000;
                endcase
            "i": case (row)
                    0: pixels = 8'b00011000;
                    1: pixels = 8'b00000000;
                    2: pixels = 8'b00111000;
                    3: pixels = 8'b00011000;
                    4: pixels = 8'b00011000;
                    5: pixels = 8'b00011000;
                    6: pixels = 8'b01111100;
                    7: pixels = 8'b00000000;
                endcase
            "j": case (row)
                    0: pixels = 8'b00000110;
                    1: pixels = 8'b00000000;
                    2: pixels = 8'b00000110;
                    3: pixels = 8'b00000110;
                    4: pixels = 8'b00000110;
                    5: pixels = 8'b11000110;
                    6: pixels = 8'b01111100;
                    7: pixels = 8'b00000000;
                endcase
            "k": case (row)
                    0: pixels = 8'b11100000;
                    1: pixels = 8'b01100000;
                    2: pixels = 8'b01101100;
                    3: pixels = 8'b01111000;
                    4: pixels = 8'b01111000;
                    5: pixels = 8'b01101100;
                    6: pixels = 8'b11101100;
                    7: pixels = 8'b00000000;
                endcase
            "l": case (row)
                    0: pixels = 8'b01110000;
                    1: pixels = 8'b00110000;
                    2: pixels = 8'b00110000;
                    3: pixels = 8'b00110000;
                    4: pixels = 8'b00110000;
                    5: pixels = 8'b00110000;
                    6: pixels = 8'b01111000;
                    7: pixels = 8'b00000000;
                endcase
            "m": case (row)
                    0: pixels = 8'b00000000;
                    1: pixels = 8'b00000000;
                    2: pixels = 8'b11101100;
                    3: pixels = 8'b11111110;
                    4: pixels = 8'b11010110;
                    5: pixels = 8'b11000110;
                    6: pixels = 8'b11000110;
                    7: pixels = 8'b00000000;
                endcase
            "n": case (row)
                    0: pixels = 8'b00000000;
                    1: pixels = 8'b00000000;
                    2: pixels = 8'b11111000;
                    3: pixels = 8'b01101100;
                    4: pixels = 8'b01101100;
                    5: pixels = 8'b01101100;
                    6: pixels = 8'b01101100;
                    7: pixels = 8'b00000000;
                endcase
            "o": case (row)
                    0: pixels = 8'b00000000;
                    1: pixels = 8'b00000000;
                    2: pixels = 8'b01111000;
                    3: pixels = 8'b11001100;
                    4: pixels = 8'b11001100;
                    5: pixels = 8'b11001100;
                    6: pixels = 8'b01111000;
                    7: pixels = 8'b00000000;
                endcase
            "p": case (row)
                    0: pixels = 8'b00000000;
                    1: pixels = 8'b00000000;
                    2: pixels = 8'b11111000;
                    3: pixels = 8'b01101100;
                    4: pixels = 8'b01101100;
                    5: pixels = 8'b01111000;
                    6: pixels = 8'b01100000;
                    7: pixels = 8'b11110000;
                endcase
            "q": case (row)
                    0: pixels = 8'b00000000;
                    1: pixels = 8'b00000000;
                    2: pixels = 8'b01111100;
                    3: pixels = 8'b11001100;
                    4: pixels = 8'b11001100;
                    5: pixels = 8'b01111100;
                    6: pixels = 8'b00001100;
                    7: pixels = 8'b00011110;
                endcase
            "r": case (row)
                    0: pixels = 8'b00000000;
                    1: pixels = 8'b00000000;
                    2: pixels = 8'b11111000;
                    3: pixels = 8'b01101100;
                    4: pixels = 8'b01100000;
                    5: pixels = 8'b01100000;
                    6: pixels = 8'b11110000;
                    7: pixels = 8'b00000000;
                endcase
            "s": case (row)
                    0: pixels = 8'b00000000;
                    1: pixels = 8'b00000000;
                    2: pixels = 8'b01111100;
                    3: pixels = 8'b11000000;
                    4: pixels = 8'b01111000;
                    5: pixels = 8'b00001100;
                    6: pixels = 8'b11111000;
                    7: pixels = 8'b00000000;
                endcase
            "t": case (row)
                    0: pixels = 8'b00110000;
                    1: pixels = 8'b00110000;
                    2: pixels = 8'b11111100;
                    3: pixels = 8'b00110000;
                    4: pixels = 8'b00110000;
                    5: pixels = 8'b00110000;
                    6: pixels = 8'b00011100;
                    7: pixels = 8'b00000000;
                endcase
            "u": case (row)
                    0: pixels = 8'b00000000;
                    1: pixels = 8'b00000000;
                    2: pixels = 8'b11001100;
                    3: pixels = 8'b11001100;
                    4: pixels = 8'b11001100;
                    5: pixels = 8'b11001100;
                    6: pixels = 8'b01110110;
                    7: pixels = 8'b00000000;
                endcase
            "v": case (row)
                    0: pixels = 8'b00000000;
                    1: pixels = 8'b00000000;
                    2: pixels = 8'b11001100;
                    3: pixels = 8'b11001100;
                    4: pixels = 8'b11001100;
                    5: pixels = 8'b01111000;
                    6: pixels = 8'b00110000;
                    7: pixels = 8'b00000000;
                endcase
            "w": case (row)
                    0: pixels = 8'b00000000;
                    1: pixels = 8'b00000000;
                    2: pixels = 8'b11000110;
                    3: pixels = 8'b11010110;
                    4: pixels = 8'b11111110;
                    5: pixels = 8'b11111110;
                    6: pixels = 8'b01101100;
                    7: pixels = 8'b00000000;
                endcase
            "x": case (row)
                    0: pixels = 8'b00000000;
                    1: pixels = 8'b00000000;
                    2: pixels = 8'b11001100;
                    3: pixels = 8'b01111000;
                    4: pixels = 8'b00110000;
                    5: pixels = 8'b01111000;
                    6: pixels = 8'b11001100;
                    7: pixels = 8'b00000000;
                endcase
            "y": case (row)
                    0: pixels = 8'b00000000;
                    1: pixels = 8'b00000000;
                    2: pixels = 8'b11001100;
                    3: pixels = 8'b11001100;
                    4: pixels = 8'b11001100;
                    5: pixels = 8'b01111100;
                    6: pixels = 8'b00001100;
                    7: pixels = 8'b11111000;
                endcase
            "z": case (row)
                    0: pixels = 8'b00000000;
                    1: pixels = 8'b00000000;
                    2: pixels = 8'b11111100;
                    3: pixels = 8'b00011000;
                    4: pixels = 8'b00110000;
                    5: pixels = 8'b01100000;
                    6: pixels = 8'b11111100;
                    7: pixels = 8'b00000000;
                endcase
            default: pixels = 8'b00000000;  
        endcase
    end
endmodule
module top (
    input  wire clk,    
    input  wire reset,
    output wire vga_hs,
    output wire vga_vs,
    output wire [4:0] vga_r,
    output wire [5:0] vga_g,
    output wire [4:0] vga_b
);
    wire clk25;
    clk_divider_25mhz clkgen (
        .clk(clk),
        .reset(reset),
        .clk25(clk25)
    );
vga_driver_2 vga (
        .clk25(clk25),
        .reset(reset),
        .vga_hs(vga_hs),
        .vga_vs(vga_vs),
        .vga_r(vga_r),
        .vga_g(vga_g),
        .vga_b(vga_b)
    );
endmodule
`timescale 1ns / 1ps
module vga_driver_2 (
    input  wire clk25,        
    input  wire reset,
    output reg  vga_hs,
    output reg  vga_vs,
    output reg  [4:0] vga_r,
    output reg  [5:0] vga_g,
    output reg  [4:0] vga_b
);
    parameter H_VISIBLE = 640;
    parameter H_FRONT   = 16;
    parameter H_SYNC    = 96;
    parameter H_BACK    = 48;
    parameter H_TOTAL   = 800;
    parameter V_VISIBLE = 480;
    parameter V_FRONT   = 10;
    parameter V_SYNC    = 2;
    parameter V_BACK    = 33;
    parameter V_TOTAL   = 525;
    reg [9:0] h_count = 0;
    reg [9:0] v_count = 0;
    integer i;   
    integer r,c;
    always @(posedge clk25 or posedge reset) begin
        if (reset) begin
            h_count <= 0;
            v_count <= 0;
        end else begin
            if (h_count == H_TOTAL-1) begin
                h_count <= 0;
                if (v_count == V_TOTAL-1)
                    v_count <= 0;
                else
                    v_count <= v_count + 1;
            end else begin
                h_count <= h_count + 1;
            end
        end
    end
    always @(posedge clk25) begin
        vga_hs <= ~((h_count >= H_VISIBLE + H_FRONT) &&
                    (h_count <  H_VISIBLE + H_FRONT + H_SYNC));
        vga_vs <= ~((v_count >= V_VISIBLE + V_FRONT) &&
                    (v_count <  V_VISIBLE + V_FRONT + V_SYNC));
    end
    wire [6:0] char_col = h_count[9:3];  
    wire [4:0] char_row = v_count[8:4];  
    wire [2:0] font_x = h_count[2:0];
    wire [3:0] font_y = v_count[3:0];
    reg [7:0] text_mem [0:29][0:79];  
initial begin
    text_mem[0][0]  = "h";
    text_mem[0][1]  = "e";
    text_mem[0][2]  = "l";
    text_mem[0][3]  = "l";
    text_mem[0][4]  = "o";
    text_mem[0][5]  = " ";
    text_mem[0][6]  = "w";
    text_mem[0][7]  = "o";
    text_mem[0][8]  = "r";
    text_mem[0][9]  = "l";
    text_mem[0][10] = "d";
    for (i = 11; i < 80; i = i+1) begin
        text_mem[0][i] = " ";
    end
    for (r = 1; r < 30; r = r+1) begin
        for (c = 0; c < 80; c = c+1) begin
            text_mem[r][c] = " ";
        end
    end
  end
    wire [7:0] char_code = text_mem[char_row][char_col];
    wire [7:0] font_row_bits;
    font_rom font_inst (
        .char_code(char_code),
        .row(font_y),
        .pixels(font_row_bits)
    );
    wire pixel_on = font_row_bits[7 - font_x];  
    always @(posedge clk25) begin
        if ((h_count < H_VISIBLE) && (v_count < V_VISIBLE)) begin
            if (pixel_on) begin
                vga_r <= 5'b11111;
                vga_g <= 6'b111111;
                vga_b <= 5'b11111;
            end else begin
                vga_r <= 5'b00000;
                vga_g <= 6'b000000;
                vga_b <= 5'b11111;
            end
        end else begin
            vga_r <= 0;
            vga_g <= 0;
            vga_b <= 0;
        end
    end
endmodule
```
`/design/flow/run.sh`:
```
#!/bin/bash
# OpenROAD 26Q1-2900-gdf79404cd8, Yosys 0.63+post, stock flow scripts
make -C /OpenROAD-flow-scripts/flow DESIGN_CONFIG=/design/flow/config.mk WORK_HOME=/design/flow/orfs finish
```
==> Slide: Implementation Results <==
Physical Implementation Snapshot

Run status
  – Status: finished clean

Final layout
  – Proportion of layout cells with a drive suffix above 1: 0.0543
  – Reg area: 656 µm²
  – Layout fillers: about 760
  – Area growth syn-to-layout: 5.62%
  – Comb gate area: 2270 µm²
  – Cell Count, Final, Fillers Out: ~500
  – Finished Cell Area: 3390 µm²
  – Core Util, Final: 0.438

Global routing
  – Vias in the first global route: approximately 2900
  – Gr usage total: 0.228
  – First-pass GRT wire length: approximately 15000 µm
  – Grt ovf: 0
  – Antenna violations before repair: 0
  – Largest net degree at the start of global routing: 32

Yosys
  – Count leader, synth: ha_1
  – Syn_area_per_cell: 8.18 µm²
  – Synth Flop Type: dfrtp_1
  – Number of synthesized flops with an enable pin: 0
  – Synth flops: 27
  – Area leader share: 0.179
  – Post-synthesis sequential area ratio: 0.204
  – Synth top cells by count: ha_1 (32), o21ai_0 (29), nor2_1 (27), nand2_1 (25), dfrtp_1 (23)
  – Syn Inst Count: 392
  – Post-synth cell types: 75
  – Yosys top cell by area: dfrtp_1
  – Yosys chip area: around 3200 µm²
  – FFs w/ async S/R, synth: 0.852
  – Mapped cell area: 3210 µm²
  – Post-synth area hogs: dfrtp_1 (18%), ha_1 (12%), o21ai_0 (4.5%)
  – Yosys Instances: 392
  – Yosys Warn Count: 4

Worst setup path
  – Arr. time, crit path: 1090 ps
  – Worst EP required: between 2000 and 2500 ps
  – Critical path's slowest cell: clkdlybuf4s50_1
  – CP startpoint: reset
  – Buf+Inv Stages, Crit Path: 2
  – Worst Path Max Fanout: 13
  – Setup crit end kind: async pin
  – Top cell family by delay on the critical path: buffers and inverters
  – Crit-path cells: clkdlybuf4s50_1 > inv_1
  – CP peak stage delay: 400 ps
  – CP startpoint kind: input port
  – Reg2reg start: clkgen.counter[1]
  – Setup CP Type: in2async

Final timing
  – Final hold violations: 0
  – Worst-Margin Slew: 877 ps
  – Rel. slew slack: 0.416
  – Unrepaired setup endpoints after global routing: no
  – Endpoints left unconstrained: 42
  – Setup TNS: 0 ps
  – WHS: roughly 440 ps
  – Final max-slew violation count: 0
  – Achievable Freq: approximately 1300 MHz
  – Shortest period the worst path allows: between 700 and 800 ps
  – Final period utilization: 0.447
  – Clock Skew: 2.20 ps
  – Count of unclocked register or latch pins: 24
  – Setup-failing EPs final: 0
  – Worst setup margin: 940 ps

Placement
  – Setup WS pre-CTS: 665 ps
  – Final Wtd Congestion: slightly above 0.9
  – Hpwl dp: 6970 µm
  – Placed Area: roughly 3300 µm²
  – Placed cells: about 490
  – Port Buffers: 19

Pwr
  – VDD IR max: ~0.54 mV
  – LEAKAGE: 1.33 nW
  – Total Power: 0.289 mW
  – PD cells: 85.3 nW/µm²

Clock network
  – H-tree depth: 1
  – TritonCTS buffer count: 3
  – CTS resizes: 0
  – Worst-path clk slew: 30 ps
  – Clk buf depth: 2
  – Root Driver: clkbuf_8
  – Post-CTS Setup Bufs: 0
  – Clk ins delay skew pair: between 200 and 250 ps
  – TritonCTS clock tree: done
  – CTS Hold Bufs: 0

Job
  – Max cap viols: 0
  – Tool warnings: 45

Floorplan
  – Die Span X: 91.5 µm
  – Die area: approximately 8400 µm²
  – Initial Util: 0.415
  – Die Y: 91.5 µm
  – I/O Pins: 20
  – Row Count: 32
  – Core footprint: between 7000 and 8000 µm²

Detailed routing
  – Via count: 3029
  – WL per Instance: 18.3 µm
  – Vias per Instance: 6.19
  – DRC Markers: 0
  – Antenna cell count: 0
  – DRT iter0 DRCs: 267
  – First-pass iteration count of the detailed router: 5
  – Final ANT Viol Nets: 0
  – Drt total wl: 8950 µm

Min path
  – Hold crit path type: in2async
final timing paths:
check | depth (start not counted) | slack [ps] | end
min in group clk0 | 1 | 450 | clkgen.counter[0]
setup / recovery | 2 | 940 | clkgen.counter[1]
setup reg to reg | 2 | 950 | clkgen.clk25
hold / removal | 2 | 440 | clkgen.clk25
hold reg to reg | 1 | 450 | clkgen.counter[0]
max in group clk0 | 2 | 950 | clkgen.clk25
layout make-up:
cell class | count | area share
multi-input cells | 313 | 0.670
flip-flops and latches | 27 | 0.194
inverters | 22 | 0.0244
well taps | 102 | 0.0377
repair buffers | 21 | 0.0606
clock buffers | 4 | 0.0133
kinds of logic (layout without fill, tap and decap cells):
logic type	after synthesis	in the layout	synth area share
AND-OR/OR-AND	101	101	0.229
AND/OR/NAND/NOR	163	163	0.301
buffers and inverters	52	47	0.0874
multiplexers	1	1	0.00312
adder cells (fa/ha/maj)	34	34	0.137
flip-flops	27	27	0.204
XOR/XNOR	14	14	0.0382
metal layers:
metal  share of wire  global-route usage  wire [µm]
met5               0                   0          0
met1            0.46               0.344       4130
met3           0.067              0.0255        597
met2            0.44               0.346       3940
met4           0.031              0.0728        278
cells in the final DEF (no fill, tap or decap), types with 5 or more instances in the layout:
cell and instances:
a21oi_1 14, and2_1 6, and3_1 5, clkdlybuf4s50_1 19, dfrtp_1 23, ha_1 32
inv_1 22, nand2_1 25, nand2b_1 6, nand3_1 18, nand4_1 11, nand4b_1 5
nor2_1 27, nor2b_1 10, nor3_1 13, o21ai_0 29, or3_1 6, xnor2_1 9
xor2_1 5
sequential cells by signal, summed over array words and instances (netlist names):
signal          cells
vga.h_count        10
vga.v_count        10
clkgen.counter      2
clkgen.clk25        1
vga.vga_b           1
vga.vga_g           1
vga.vga_hs          1
vga.vga_vs          1
power by group:
group	switching [mW]	internal, mW	leakage (nW)
Combinational	0.0109	0.00364	0.968
Clock	0.0434	0.160	0.0228
Sequential	0	0.0715	0.344
Power figures rest on the tool's default switching activity, not on a simulated workload.

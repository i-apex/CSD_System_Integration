--- /design/flow/design.v ---
module vga_driver (
    input  wire clk25,       
    input  wire reset,
    output reg  hsync,
    output reg  vsync,
    output reg [4:0] vga_r,  
    output reg [5:0] vga_g,  
    output reg [4:0] vga_b   
);
    parameter H_VISIBLE = 640;
    parameter H_FRONT   = 16;
    parameter H_SYNC    = 96;
    parameter H_BACK    = 48;
    parameter H_TOTAL   = 800;
    parameter V_VISIBLE = 480;
    parameter V_FRONT   = 10;
    parameter V_SYNC    = 2;
    parameter V_BACK    = 33;
    parameter V_TOTAL   = 525;
    reg [9:0] h_count = 0;
    reg [9:0] v_count = 0;
    always @(posedge clk25 or posedge reset) begin
        if (reset) begin
            h_count <= 0;
            v_count <= 0;
        end else begin
            if (h_count == H_TOTAL - 1) begin
                h_count <= 0;
                if (v_count == V_TOTAL - 1)
                    v_count <= 0;
                else
                    v_count <= v_count + 1;
            end else begin
                h_count <= h_count + 1;
            end
        end
    end
    always @(posedge clk25) begin
        hsync <= ~((h_count >= H_VISIBLE + H_FRONT) &&
                   (h_count <  H_VISIBLE + H_FRONT + H_SYNC));
        vsync <= ~((v_count >= V_VISIBLE + V_FRONT) &&
                   (v_count <  V_VISIBLE + V_FRONT + V_SYNC));
    end
    always @(posedge clk25) begin
        if ((h_count < H_VISIBLE) && (v_count < V_VISIBLE)) begin
            if (h_count < 213) begin
                vga_r <= 5'h1F;   
                vga_g <= 6'h00;
                vga_b <= 5'h00;
            end else if (h_count < 426) begin
                vga_r <= 5'h00;
                vga_g <= 6'h3F;   
                vga_b <= 5'h00;
            end else begin
                vga_r <= 5'h00;
                vga_g <= 6'h00;
                vga_b <= 5'h1F;   
            end
        end else begin
            vga_r <= 5'h00;
            vga_g <= 6'h00;
            vga_b <= 5'h00;  
        end
    end
endmodule
--- /design/flow/run.sh ---
#!/bin/bash
# OpenROAD 26Q1-2900-gdf79404cd8, Yosys 0.63+post, stock flow scripts
make -C /OpenROAD-flow-scripts/flow DESIGN_CONFIG=/design/flow/config.mk WORK_HOME=/design/flow/orfs finish
--- /design/flow/config.mk ---
export PLATFORM = sky130hd
export DESIGN_NAME = vga_driver
export DESIGN_NICKNAME = vga_driver
export VERILOG_FILES = /design/flow/design.v
export SDC_FILE = /design/flow/constraint.sdc
export NUM_CORES = 4
export LEC_CHECK = 1
export CORE_AREA = 10 10 103 103
export DIE_AREA = 0 0 113 113
--- /design/flow/constraint.sdc ---
current_design vga_driver

set clk_period 3.2
set clk_io_pct 0.2

create_clock -name clk0 -period $clk_period [get_ports {clk25}]

set non_clock_inputs [all_inputs -no_clocks]
set_input_delay [expr $clk_period * $clk_io_pct] -clock clk0 $non_clock_inputs
set_output_delay [expr $clk_period * $clk_io_pct] -clock clk0 [all_outputs]
==> results.py <==
# Physical implementation metrics
metrics = {
    "place": {
        "dpl.hpwl_um": 1811,
        "place_inst": 243,
        "gp_congestion": 0.8174,
        "place.port_buffers": 19,
    },
    "global_routing": {
        "grt_pass1_vias": 842,
        "grt_max_degree": 21,
        "grt_usage": 0.03823,
        "grt_pass1_wl_um": 4284,
        "antenna_found_initial": 0,
        "grt_overflow_total": 0,
    },
    "clock_tree": {
        "clock-root-buffer": "clkbuf_8",
        "post-cts-setup-buffers": 0,
        "clk_pin_slew_ps": 80,
        "clk_latency_ps": 260,
        "cts_tree": "yes",
        "cts_num_sinks": 25,
        "cts_inserted_buffers": 3,
        "ctsHtreeMaxLevel": 1,
        "holdBufCountCts": 0,
        "cts_resized": 0,
        "cts_buffer_depth": 2,
    },
    "hold_path": {
        "worstHoldStart": "v_count[7]$_DFFE_PP0N_",
        "hold_path_depth": 1,
        "hold_path_class": "register to register",
        "worstHoldEndpoint": "v_count[7]$_DFFE_PP0N_",
    },
    "finish": {
        "layoutNonFillerInstCount": 247,
        "layout-drive-gt1-share": 0.04225,
        "logic_area_um2": 613.1,
        "flop_area_um2": 600.6,
        "syn_to_final_growth_pct": 17.14,
        "fillers": 893,
    },
    "pwr": {
        "p_leak_nw": 0.6860,
        "powerDensity_nw_per_um2": 310.7,
        "max-vdd-ir-drop_v": 0.0001745,
    },
    "sta": {
        "worst_pin_slew_ps": 767.8,
        "clock_skew_ps": 3.556,
        "rsz0062_at_grt": "no",
        "period_needed_ps": 2062,
        "finalHoldViolCount": 0,
        "post-route-period-util": 0.6443,
        "setup_viol": 0,
        "fmax_mhz": 485.0,
        "slew_headroom": 0.4876,
        "fin_setup_tns_ps": 0,
        "drv_slew": 0,
    },
    "logic_synthesis": {
        "ys_seq_frac": 0.4376,
        "syn-cell-area_um2": 1373,
        "yosysUniqueCellTypes": 40,
        "synth-seq-cells": 25,
        "ys_cells": 139,
        "syn_inst": 139,
        "ys_area_um2": 1373,
        "synth_area_per_cell_um2": 9.875,
        "yosys_warnings": 1,
    },
    "worst_setup_path": {
        "cp-end-kind": "register",
        "r2r_cells": 5,
        "crit_chain": "ha_1 > and4_1 > and4b_1 > nand4_1 > mux2_1",
        "cp_top_family": "simple AND/OR/NAND/NOR gates",
        "cp-start-kind": "register",
        "r2r-end": "v_count[4]$_DFFE_PP0N_",
        "crit_buf_inv": 0,
        "rrSetupSlack_ps": 1140,
        "worstPathRequired_ps": 3350,
        "crit_type": "register to register",
        "critical_path_peak_fanout": 16,
        "slowest_delay_ps": 560,
        "critPathSlowestCell": "and4b_1",
        "crit_arrival_ps": 2210,
        "worstReg2RegStart": "h_count[0]$_DFF_PP0_",
    },
    "detailed_routing": {
        "via_count": 935,
        "wl_met2_um": 895,
        "insertedDiodeCount": 0,
        "met3_length_um": 224,
        "remaining_drc_errors": 0,
        "post_drt_wl_per_cell_um": 9.947,
        "drtPass1Iterations": 4,
        "drt_iter0_markers": 60,
        "wl_um": 2457,
        "routed.top_layer": "met4",
        "wl_met1_um": 1281,
        "viasPerCell": 3.785,
        "drtAntennaViolNets": 0,
    },
    "floorplanning": {
        "num_rows": 33,
        "coreArea_um2": 8299,
        "initial_utilization": 0.1654,
        "die_x_um": 113,
        "die_area_um2": 12770,
        "ioPinCount": 20,
        "dieHeight_um": 113,
    },
    "run": {
        "warnings": 30,
        "cap_viol_max_count": 0,
    },
    "outcome": {
        "status": "complete, no violations",
    },
}
[cells in the final DEF, fill, tap and decap left out, types with 2 or more instances in the layout]
| master | instances |
|---|---|
| and4b_1 | 2 |
| dfxtp_1 | 5 |
| nand3_1 | 6 |
| dfrtp_1 | 20 |
| nand4_1 | 4 |
| o21ai_0 | 2 |
| nor2b_1 | 2 |
| xnor2_1 | 6 |
| inv_1 | 7 |
| clkbuf_8 | 3 |
| and4_1 | 3 |
| o211ai_1 | 2 |
| or3_1 | 2 |
| a21oi_1 | 6 |
| clkdlybuf4s50_1 | 19 |
| ha_1 | 6 |
| nor3_1 | 3 |
| nor4_1 | 2 |
| and3_1 | 2 |
| mux2i_1 | 2 |
| nor2_1 | 7 |
| o21a_1 | 2 |
| a31oi_1 | 2 |
| xor2_1 | 4 |
| nand2_1 | 8 |
[stage by stage]
| step | power [mW] | cell area [µm²] | hold slack, ps | setup slack, ps | utilization |
|---|---|---|---|---|---|
| final | 0.4996 | 1608 | 495.1 | 1138 | 0.1937 |
| after global routing | 0.5304 | 1608 | 527.5 | 995.1 | 0.1937 |
| after detailed placement | 0.3278 | 1562 | 486.7 | 1178 | 0.1882 |
| after floorplan | 0.3249 | 1373 | 453.6 | 1532 | - |
| after CTS | 0.5117 | 1608 | 502.4 | 1165 | 0.1937 |
| after global placement | 0.3278 | 1562 | 471.9 | 1228 | 0.1882 |
[power breakdown]
group | leakage [nW] | switching (mW) | internal [mW]
clock network | 0.0255 | 0.0922 | 0.0868
logic | 0.350 | 0.00493 | 0.00113
registers | 0.310 | 0 | 0.315
total | 0.686 | 0.0971 | 0.403
[worst max-delay path by stage]
stage                         from                      to  slack (ps)  depth (start not counted)
CTS           h_count[0]$_DFF_PP0_  v_count[4]$_DFFE_PP0N_        1160                          5
global route  h_count[0]$_DFF_PP0_  v_count[4]$_DFFE_PP0N_        1000                          5
finish        h_count[0]$_DFF_PP0_  v_count[4]$_DFFE_PP0N_        1140                          5
[layer usage]
metal	GRT usage	up-vias
met1	0.05752	428
met4	0.006768	0
met3	0.01656	2
met2	0.04916	23
li1	-	482
met5	0	-
[state kept, by name, summed over array words and instances, names as in the netlist]
| signal | flops |
|---|---|
| h_count | 10 |
| v_count | 10 |
| hsync | 1 |
| vga_b | 1 |
| vga_g | 1 |
| vga_r | 1 |
| vsync | 1 |
[cells by family (layout without fill, tap and decap cells)]
kind of cell,after synthesis,count (layout),share of synthesized area
simple gates,48,48,0.2069
buf+inv,27,30,0.1158
flops,25,25,0.4376
compound gates,20,20,0.09845
xor+xnor,10,10,0.06381
fa+ha+maj,6,6,0.05469
mux,3,3,0.02279
[cell usage after synthesis]
cell type | number | area [µm²]
xor2_1 | 4 | 35.03
mux2i_1 | 2 | 20.02
nor2_1 | 7 | 26.28
a31oi_1 | 2 | 12.51
o21a_1 | 2 | 15.01
and4_1 | 3 | 26.28
and2_4 | 1 | 8.760
a21boi_1 | 1 | 7.510
or4b_1 | 1 | 10.01
nand2b_1 | 1 | 6.260
buf_2 | 4 | 20.02
buf_4 | 14 | 105.1
xnor2_1 | 6 | 52.55
o22ai_1 | 1 | 6.260
nor4b_1 | 1 | 8.760
a41o_1 | 1 | 10.01
mux2_1 | 1 | 11.26
nor4_1 | 2 | 12.51
clkbuf_1 | 2 | 7.510
and4b_1 | 2 | 20.02
nand3b_1 | 1 | 7.510
nor3_1 | 3 | 15.01
nand3_1 | 6 | 30.03
ha_1 | 6 | 75.07
nor3b_1 | 1 | 7.510
a2111o_1 | 1 | 11.26
dfrtp_1 | 20 | 500.5
dfxtp_1 | 5 | 100.1
nor3b_2 | 1 | 12.51
nand4_1 | 4 | 25.02
o211ai_1 | 2 | 15.01
inv_1 | 7 | 26.28
and3_1 | 2 | 12.51
nor2b_1 | 2 | 12.51
o21ai_0 | 2 | 10.01
nand2_1 | 8 | 30.03
or3_1 | 2 | 12.51
o211a_1 | 1 | 10.01
o21bai_1 | 1 | 7.510
a21oi_1 | 6 | 30.03
[cell type report]
type,count,share of cell area
Inverter,7,0.01634
Timing Repair Buffer,19,0.1183
Tap cell,105,0.08171
Clock buffer,3,0.02568
Sequential cell,25,0.3735
Clock inverter,1,0.003113
Multi-Input combinational cell,87,0.3813
Power figures rest on the tool's default switching activity, not on a simulated workload.
